### flow/config.mk
export PLATFORM = sky130hd
export DESIGN_NAME = spi_master_cpol0_cpha0
export DESIGN_NICKNAME = spi_master_cpol0_cpha0
export VERILOG_FILES = /design/flow/design.v
export SDC_FILE = /design/flow/constraint.sdc
export NUM_CORES = 4
export LEC_CHECK = 1
export CORE_AREA = 10 10 106 106
export DIE_AREA = 0 0 116 116
### flow/constraint.sdc
current_design spi_master_cpol0_cpha0

set clk_period 2.1
set clk_io_pct 0.2

create_clock -name clk0 -period $clk_period [get_ports {clk}]

set non_clock_inputs [all_inputs -no_clocks]
set_input_delay [expr $clk_period * $clk_io_pct] -clock clk0 $non_clock_inputs
set_output_delay [expr $clk_period * $clk_io_pct] -clock clk0 [all_outputs]
### flow/design.v
`timescale 100ns/1ns
module spi_master_cpol0_cpha0(clk, rst, go, sclk, mosi, miso, data_in, data_out, done);
	input clk;
	input rst;
	input go;
	input [7:0] data_in;
	input  miso;
	output [7:0] data_out;
	output done;
	output sclk;
	output mosi;
	wire [7:0] data_out;
	wire [2:0] state;
	wire done;
	wire sclk;
	wire mosi;
	reg [2:0] state_q, state_d;
	reg [2:0] counter_q, counter_d;
	reg [7:0] tx_data_q, tx_data_d;
	reg [7:0] rx_data_q, rx_data_d;
	reg sclk_q, sclk_d;
	reg mosi_q, mosi_d;
	reg done_q, done_d;
	assign sclk = sclk_q;
	assign mosi = mosi_q;
	assign data_out = rx_data_q;
	assign done = done_q;
	localparam
		IDLE       = 3'h1,
		TRANSFER_L = 3'h2,
		TRANSFER_H = 3'h3,
		DONE       = 3'h4;
	always @ (*) begin
		state_d = state_q;
		counter_d = counter_q;
		sclk_d = sclk_q;
		mosi_d = mosi_q;
		tx_data_d = tx_data_q;
		rx_data_d = rx_data_q;
		done_d = done_q;
		case (state_q)
			IDLE: begin
				sclk_d = 1'b0;
				mosi_d = 1'b0;
				counter_d = 8'h0;
				tx_data_d = 8'h00;
				rx_data_d = 8'h00;
				done_d = 1'b0;
				if (go == 1'b1) begin
					tx_data_d = data_in;
					state_d = TRANSFER_L;
				end
			end
			TRANSFER_L: begin
				sclk_d = 1'b0;
				mosi_d = tx_data_q[7];
				rx_data_d[0] = miso;
				state_d = TRANSFER_H;
			end
			TRANSFER_H: begin
				sclk_d = 1'b1;
				counter_d = counter_q + 1'b1;
				tx_data_d = tx_data_q << 1;
				rx_data_d = rx_data_q << 1;
				if (counter_q == 3'h7) begin
					state_d = DONE;
				end else begin
					state_d = TRANSFER_L;
				end
			end
			DONE: begin
				done_d = 1'b1;
				sclk_d = 1'b0;
				mosi_d = 1'b0;
				state_d = IDLE;
			end
		endcase
	end
	always @ (posedge clk) begin
		if (rst) begin
			state_q <= IDLE;
			counter_q <= 3'h0;
			tx_data_q <= 8'h00;
			rx_data_q <= 8'h00;
			done_q <= 1'b0;
			sclk_q <= 1'b0;
			mosi_q <= 1'b0;
		end else begin
			state_q <= state_d;
			counter_q <= counter_d;
			tx_data_q <= tx_data_d;
			rx_data_q <= rx_data_d;
			done_q <= done_d;
			sclk_q <= sclk_d;
			mosi_q <= mosi_d;
		end
	end
endmodule
### flow/run.sh
#!/bin/bash
# OpenROAD 26Q1-2900-gdf79404cd8, Yosys 0.63+post, stock flow scripts
make -C /OpenROAD-flow-scripts/flow DESIGN_CONFIG=/design/flow/config.mk WORK_HOME=/design/flow/orfs finish
==> results_dict.tcl <==
# metrics dict for downstream scripts
set metrics [dict create \
    status "finished clean" \
    ys_warn_count 1 \
    ant_nets 0 \
    gp_congestion 0.778 \
    routed_via_density 3.49 \
    path_clk_slew_ns 0.09 \
    synthSimpleGateAreaFrac 0.296 \
    layout-drive-gt1-share 0.0584 \
    rows 34 \
    yosys.cell_types.count 20 \
    hold_path.class "reg -> reg" \
    ys_area_sq_um 1080 \
    cts_buffers 3 \
    final-max-slew-violation-count 0 \
    cts_tree "built" \
    power.total_uw 922 \
    finalClockSkew_ns 0.00359 \
    rsz0062_at_grt "no" \
    critPathTopFamily "buffers and inverters" \
    tightestPinTransition_ns 0.595 \
    slew_headroom 0.603 \
    ys_top_logic_family "simple AND/OR/NAND/NOR gates" \
    period_needed_ns 1.55 \
    clock_latency_ns 0.27 \
    crit_chain "clkdlybuf4s50_1" \
    area_leaders "dfxtp_1, or3b_1, nand2b_1" \
    setup_viol 0 \
    grt_pass1_vias 860 \
    avgSynthCellArea_sq_um 9.25 \
    crit_path_start_kind "flip-flop" \
    core_util_floorplan 0.122 \
    ios 23 \
    core-area_sq_um 8850 \
    grt_use_total 0.0386 \
    final_common_cell "dfxtp_1" \
    synth_cells 117 \
    wl_per_cell_um 10.4 \
    p_leak_nw 0.472 \
    diodes 0 \
    clockRootBuffer "clkbuf_8" \
    grt_pass1_wl_mm 4.33 \
    worstPathBufferInverterCount 1 \
    power_density_nw_per_um2 627 \
    required_ns 1.68 \
    cp_max_fo 3 \
    cts_buffer_depth 2 \
    end_kind "primary output" \
    grt_overflow 0 \
    top_cell_area_share 0.481 \
    detailed_place_hpwl_mm 1.88 \
    ys_sh_adder 0.0231 \
    synth_flops 26 \
    die_h_um 116 \
    maxCapViolCount 0 \
    io_buffers 22 \
    post_cts.repair.setup_buffers 0 \
    die_w_um 116 \
    grt_max_degree 23 \
    drc 0 \
    holdBufCountCts 0 \
    worst-setup-path-type "reg -> out" \
    holdWs_ns 0.470 \
    hold_viol 0 \
    slowest_stage "clkdlybuf4s50_1" \
    ir_worst_vdd_mv 0.136 \
    clock_sinks 26 \
    chip_area_sq_um 13500 \
    cts_resized 0 \
    drt-total-wl_mm 2.56 \
    ys_sh_mux 0.0185 \
    ys_cells 117 \
    areaGrowthSynthToFinish_pct 36.0 \
    arrival_ns 1.13 \
    warning_count 25 \
    drt-initial-drc-count 20 \
    synthAoiAreaFrac 0.124 \
    ys_seq_frac 0.481 \
    synth.cell_area_sq_um 1080 \
    largest_area_cell "dfxtp_1" \
    cts_max_level 1 \
    nFillCells 982 \
    setup_tns_ns 0 \
    dr.pass1.iters 2 \
    antenna_found_initial 0 \
    final_cell_mix "dfxtp_1, clkdlybuf4s50_1, a21oi_1, nand2b_1" \
    clock.fmax_ghz 0.643 \
    vias 855 \
    max_stage_delay_ns 0.51 \
    period_used_share 0.740 \
    synth-xor-area-share 0 \
]
==> power breakdown <==
part,switching (mW),total (mW),internal (mW)
Combinational,0.0336,0.0773,0.0437
Clock,0.151,0.319,0.167
Sequential,0.0184,0.526,0.508
==> per-layer routing <==
layer / vias up / wire length, um / global-route usage
li1: 446 / - / -
met4: 0 / 49 / 0.0108
met2: 11 / 1160 / 0.0607
met3: 2 / 66 / 0.00628
met5: - / 0 / 0
met1: 396 / 1290 / 0.0538
==> final timing paths <==
check	slack (ns)	endpoint	from	cells after the start
worst min register to register	0.47	mosi_q	state_q[1]	1
worst min-delay path	0.47	mosi_q	state_q[1]	1
worst max-delay path	0.55	data_out[0]	rx_data_q[0]	1
worst max register to register	0.76	rx_data_q[1]	state_q[0]	3
==> synth_stat cells (all sizes together) <==
| cell type | number |
|---|---|
| dfxtp | 26 |
| nor2 | 2 |
| a211oi | 1 |
| nor2b | 8 |
| inv | 3 |
| mux2i | 2 |
| nor3b | 1 |
| a311oi | 7 |
| clkbuf | 4 |
| buf | 6 |
| or3b | 10 |
| nand2b | 11 |
| ha | 2 |
| nor4 | 2 |
| nand2 | 10 |
| o21ai | 1 |
| nor4b | 1 |
| nand3 | 8 |
| a21oi | 12 |
==> area by class of cell <==
| class | count | area, sq um | share of cell area |
|---|---|---|---|
| repair buffers | 26 | 250 | 0.170 |
| multi-input cells | 78 | 499 | 0.339 |
| clock buffers | 4 | 55.1 | 0.0374 |
| flip-flops and latches | 26 | 520 | 0.354 |
| inverters | 3 | 11.3 | 0.00765 |
| well taps | 108 | 135 | 0.0918 |
==> metrics by stage <==
stage	setup WS [ns]	cell area, sq um	utilization	cells
floorplan	1.01	1080	-	117
global placement	0.519	1420	0.160	241
detailed placement	0.476	1420	0.160	241
CTS	0.514	1470	0.166	245
global route	0.468	1470	0.166	245
finish	0.546	1470	0.166	245
==> registers in the layout (all words and copies together) (netlist names) <==
signal	flops
done_q	1
counter_q	3
sclk_q	1
tx_data_q	8
rx_data_q	8
mosi_q	1
state_q	4
==> kinds of logic after synthesis <==
group	Yosys count
compound gates	21
buf+inv	13
mux	2
flops	26
simple gates	53
fa+ha+maj	2
Power and IR drop assume default switching activity.
