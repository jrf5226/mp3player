### flow/config.mk
export PLATFORM = sky130hd
export DESIGN_NAME = sd_cmd_gen
export DESIGN_NICKNAME = sd_cmd_gen
export VERILOG_FILES = /design/flow/design.v
export SDC_FILE = /design/flow/constraint.sdc
export NUM_CORES = 4
export LEC_CHECK = 1
export CORE_UTILIZATION = 30
### flow/constraint.sdc
current_design sd_cmd_gen

set clk_period 3.5
set clk_io_pct 0.2

create_clock -name clk0 -period $clk_period [get_ports {clk}]

set non_clock_inputs [all_inputs -no_clocks]
set_input_delay [expr $clk_period * $clk_io_pct] -clock clk0 $non_clock_inputs
set_output_delay [expr $clk_period * $clk_io_pct] -clock clk0 [all_outputs]
### flow/design.v
module sd_cmd_gen(clk, rst,
                  cmd, arg, ignore_count, go, done, data_xfer_in_progress, response, response_ready,
                  spi_go, spi_done, spi_tx_data, spi_rx_data, spi_cs);
    input clk;
    input rst;
    input go;
    input [5:0] cmd;
    input [31:0] arg;
    input [7:0] ignore_count;
    input [7:0] spi_rx_data;
    input spi_done;
    output done;
    output data_xfer_in_progress;
    output [7:0] response;
    output response_ready;
    output [7:0] spi_tx_data;
    output spi_go;
    output spi_cs;
    wire rx_data_is_response;
	wire cmd_has_block_data;
    wire [7:0] spi_tx_data;
    wire spi_go;
    wire spi_cs;
    wire done;
	wire [7:0] response;
	wire response_ready;
	wire data_xfer_in_progress;
    reg [5:0] cmd_d, cmd_q;
    reg [31:0] arg_q, arg_d;
    reg done_d, done_q;
    reg [7:0] spi_tx_data_d, spi_tx_data_q;
    reg spi_go_d, spi_go_q;
    reg spi_cs_d, spi_cs_q;
    reg [15:0] counter_d, counter_q;
    reg [7:0] ignore_counter_d, ignore_counter_q;
    reg data_xfer_in_progress_d, data_xfer_in_progress_q;
    reg resp_ready_d, resp_ready_q;
    reg [7:0] resp_d, resp_q;
	reg [5:0] state_d, state_q;
    assign spi_go = spi_go_q;
    assign spi_tx_data = spi_tx_data_q;
    assign spi_cs = spi_cs_q;
    assign done = done_q;
	assign data_xfer_in_progress = data_xfer_in_progress_q;
	assign response = resp_q;
    assign response_ready = resp_ready_q;
    assign rx_data_is_response = (spi_rx_data[7] == 0);
    assign cmd_has_block_data = (cmd_q == 17);
    localparam
        IDLE            = 6'h1,
        TOGGLE_CS       = 6'h2,
        SEND_PULSES     = 6'h3,
        WAIT_FOR_PULSES = 6'h4,
        SEND_CMD        = 6'h5,
        WAIT_FOR_CMD    = 6'h6,
        SEND_ARG1       = 6'h7,
        SEND_ARG2       = 6'h8,
        SEND_ARG3       = 6'h9,
        SEND_ARG4       = 6'hA,
        WAIT_FOR_ARG1   = 6'hB,
        WAIT_FOR_ARG2   = 6'hC,
        WAIT_FOR_ARG3   = 6'hD,
        WAIT_FOR_ARG4   = 6'hE,
        SEND_CRC        = 6'hF,
        WAIT_FOR_CRC    = 6'h10,
        GET_RESP        = 6'h11,
        WAIT_FOR_RESP   = 6'h12,
        RESPONSE_READY  = 6'h13,
        RECEIVE_BLOCK1  = 6'h14,
        RECEIVE_BLOCK2  = 6'h15,
        DONE            = 6'h16;
    always @ (*) begin
        state_d = state_q;
        cmd_d = cmd_q;
        arg_d = arg_q;
        done_d = done_q;
        spi_tx_data_d = spi_tx_data_q;
        spi_go_d = spi_go_q;
        counter_d = counter_q;
        ignore_counter_d = ignore_counter_q;
        data_xfer_in_progress_d = data_xfer_in_progress_q;
        resp_d = resp_q;
        resp_ready_d = resp_ready_q;
        case (state_q)
            IDLE: begin
                done_d = 1'b0;
                spi_cs_d = 1'b1;
                if (go == 1'b1) begin
                    cmd_d = cmd;
                    arg_d = arg;
                    ignore_counter_d = ignore_count;
                    if (cmd == 6'b111111) begin
                        state_d = SEND_PULSES;
                        counter_d = 5'h0;
                    end else begin
                        state_d = TOGGLE_CS;
                    end
                end
            end
            TOGGLE_CS: begin
                spi_cs_d = 1'b0;
                state_d = SEND_CMD;
            end
            SEND_PULSES: begin
                spi_tx_data_d = 8'hFF;
                spi_go_d = 1'b1;
                state_d = WAIT_FOR_PULSES;
            end
            WAIT_FOR_PULSES: begin
                spi_go_d = 1'b0;
                if (spi_done == 1'b1) begin
                    if (counter_q == 5'h9) begin
                        state_d = DONE;
                    end else begin
                        counter_d = counter_q + 5'h1;
                        state_d = SEND_PULSES;
                    end
                end
            end
            SEND_CMD: begin
                spi_tx_data_d = 8'b10000000 | cmd_q;
                spi_go_d = 1'b1;
                state_d = WAIT_FOR_CMD;
            end
            WAIT_FOR_CMD: begin
                spi_go_d = 1'b0;
                if (spi_done == 1'b1) begin
                    state_d = SEND_ARG1;
                end
            end
            SEND_ARG1: begin
                spi_tx_data_d = arg_q[31:24];
                spi_go_d = 1'b1;
                state_d = WAIT_FOR_ARG1;
            end
            WAIT_FOR_ARG1: begin
                spi_go_d = 1'b0;
                if (spi_done == 1'b1) begin
                    state_d = SEND_ARG2;
                end
            end
            SEND_ARG2: begin
                spi_tx_data_d = arg_q[23:16];
                spi_go_d = 1'b1;
                state_d = WAIT_FOR_ARG2;
            end
            WAIT_FOR_ARG2: begin
                spi_go_d = 1'b0;
                if (spi_done == 1'b1) begin
                    state_d = SEND_ARG3;
                end
            end
            SEND_ARG3: begin
                spi_tx_data_d = arg_q[15:8];
                spi_go_d = 1'b1;
                state_d = WAIT_FOR_ARG3;
            end
            WAIT_FOR_ARG3: begin
                spi_go_d = 1'b0;
                if (spi_done == 1'b1) begin
                    state_d = SEND_ARG4;
                end
            end
            SEND_ARG4: begin
                spi_tx_data_d = arg_q[7:0];
                spi_go_d = 1'b1;
                state_d = WAIT_FOR_ARG4;
            end
            WAIT_FOR_ARG4: begin
                spi_go_d = 1'b0;
                if (spi_done == 1'b1) begin
                    state_d = SEND_CRC;
                end
            end
            SEND_CRC: begin
                spi_tx_data_d = 8'h01;
                spi_go_d = 1'b1;
                state_d = WAIT_FOR_CRC;
            end
            WAIT_FOR_CRC: begin
                spi_go_d = 1'b0;
                if (spi_done == 1'b1) begin
                    state_d = GET_RESP;
                end
            end
            GET_RESP: begin
                spi_tx_data_d = 8'hFF;
                spi_go_d = 1'b1;
                state_d = WAIT_FOR_RESP;
            end
            WAIT_FOR_RESP: begin
                spi_go_d = 1'b0;
                if (spi_done == 1'b1) begin
                    if (rx_data_is_response == 1'b1) begin
                        resp_d[7:0] = spi_rx_data;
                        resp_ready_d = 1'b1;
                        state_d = RESPONSE_READY;
                    end else begin
                        state_d = GET_RESP;
                    end
                end
            end
            RESPONSE_READY: begin
                resp_ready_d = 1'b0;
                if (cmd_has_block_data == 1'b1) begin
                    counter_d = 16'h0;
                    state_d = RECEIVE_BLOCK1;
                end else begin
                    state_d = DONE;
                end
            end
            RECEIVE_BLOCK1: begin 
                if (ignore_counter_q == 8'h0) begin
                    data_xfer_in_progress_d = 1'b1;
                end
                if (counter_q == 16'd512) begin
                    state_d = DONE;
                end else begin
                    spi_tx_data_d = 8'hFF;
                    spi_go_d = 1'b1;
                    state_d = RECEIVE_BLOCK2;
				end
            end
            RECEIVE_BLOCK2: begin
                spi_go_d = 1'b0;
                if (spi_done == 1'b1) begin
                    counter_d = counter_q + 16'h1;
                    if (ignore_counter_q > 8'h0) begin
                        ignore_counter_d = ignore_counter_q - 8'h1;
                    end
                    state_d = RECEIVE_BLOCK1;
                end
            end
            DONE: begin
                data_xfer_in_progress_d = 1'b0;
                done_d = 1'b1;
                state_d = IDLE;
                spi_cs_d = 1'b1;
            end
        endcase
    end
    always @ (posedge clk) begin
        if (rst) begin
            state_q <= IDLE;
            spi_go_q <= 1'b0;
            spi_tx_data_q <= 8'h00;
			spi_cs_q <= 1'b0;
            cmd_q <= 6'h0;
            arg_q <= 32'h0;
            counter_q <= 16'h00;
            ignore_counter_q <= 8'h00;
            data_xfer_in_progress_q <= 1'b0;
            resp_q <= 8'h00;
            resp_ready_q <= 1'b0;
			done_q <= 1'b0;
        end else begin
            state_q <= state_d;
            spi_go_q <= spi_go_d;
            spi_tx_data_q <= spi_tx_data_d;
			spi_cs_q <= spi_cs_d;
            cmd_q <= cmd_d;
            arg_q <= arg_d;
            counter_q <= counter_d;
            ignore_counter_q <= ignore_counter_d;
            data_xfer_in_progress_q <= data_xfer_in_progress_d;
            resp_q <= resp_d;
            resp_ready_q <= resp_ready_d;
			done_q <= done_d;
        end
    end
endmodule
### flow/run.sh
#!/bin/bash
# OpenROAD 26Q1-2900-gdf79404cd8, Yosys 0.63+post, stock flow scripts
make -C /OpenROAD-flow-scripts/flow DESIGN_CONFIG=/design/flow/config.mk WORK_HOME=/design/flow/orfs finish
==> tab_implementation.tex <==
% Implementation results table
\begin{tabular}{lr}
\hline
Metric & Value \\
\hline
\multicolumn{2}{l}{\textbf{Status}} \\
\quad Outcome & finished clean \\
\multicolumn{2}{l}{\textbf{Final timing}} \\
\quad Number of hold violations in the final report & 0 \\
\quad Crit path setup slack, layout & 0.713 ns \\
\quad Min Tclk post-route & 2.79 ns \\
\quad Relative slew slack & 0.429 \\
\quad Worst Clk Skew & 0.0100 ns \\
\quad Transition at the pin with the smallest max-transition slack & 0.856 ns \\
\quad Unrepaired setup endpoints after global routing & no \\
\quad Final setup violation count & 0 \\
\quad Count of unclocked register or latch pins & 1 \\
\quad Cycle use final & 0.796 \\
\quad Final total negative setup slack & 0 ns \\
\quad Number of unconstrained endpoints & 1 \\
\quad Final Max Slew Viols & 0 \\
\quad Peak Freq & 0.359 GHz \\
\multicolumn{2}{l}{\textbf{Global route}} \\
\quad Total global-route track usage & 0.149 \\
\quad Number of antenna violations at the first check in global routing & 0 \\
\quad Maximum number of pins on one net before global-route repair & 78 \\
\quad Via count of the first global-routing pass & 3,703 \\
\quad Grt total ovfl & 0 \\
\quad Wire length of the first global-routing pass & 18,600 µm \\
\multicolumn{2}{l}{\textbf{Synthesis}} \\
\quad Total of flip-flops plus latches after synthesis & 105 \\
\quad Post-synthesis average cell area & 8.19 µm² \\
\quad Yosys stat cell total & 554 \\
\quad Distinct cells, synth & 59 \\
\quad Number of enable-type register cells in the synthesized netlist & 0 \\
\quad Synth Flop Type & dfxtp\_1 \\
\quad Area figure in the yosys stat output & 4540 µm² \\
\quad Share of flip-flops with an asynchronous set or reset after synthesis & 0 \\
\quad Synthesized cell area & 4540 µm² \\
\quad Post-synthesis instance total & 554 \\
\quad Count of synthesis-stage warnings from yosys & 1 \\
\multicolumn{2}{l}{\textbf{Final layout}} \\
\quad Fraction of final layout cells with drive strength greater than 1 & 0.0569 \\
\quad Post-layout util & 0.389 \\
\quad Filler cell count & 1,441 \\
\quad Final Instance Count excl. Fillers & 800 \\
\quad Layout-stage area growth over the synthesis result & 25.6\% \\
\multicolumn{2}{l}{\textbf{Floorplanning}} \\
\quad Chip Height & 125 µm \\
\quad Top Ports & 79 \\
\quad Die Width & 125 µm \\
\quad Share of the core filled by cells before placement & 0.310 \\
\quad Total die size & 15,600 µm² \\
\quad Std cell rows & 44 \\
\quad Area inside the core boundary & 14,600 µm² \\
\multicolumn{2}{l}{\textbf{Worst setup path}} \\
\quad Critical Path Start & go \\
\quad CP Data Required Time & 3.77 ns \\
\quad Number of cell instances on the worst register-to-register path & 5 \\
\quad FF-to-FF Start & state\_q[15] \\
\quad Crit Path Class & in2reg \\
\quad Arrival @ worst endpoint & 3.06 ns \\
\quad CP Max Fanout & 15 \\
\quad Capturing element type of the critical path & flop \\
\quad CP startpoint kind & input port \\
\multicolumn{2}{l}{\textbf{Route}} \\
\quad Initial detailed-routing violation count & 320 \\
\quad Length of the first detailed-routing pass in iterations & 21 \\
\quad Detailed-route DRC error count & 0 \\
\quad Total via count in the routed design & 4,076 \\
\quad Routed Antenna Nets & 0 \\
\quad Via density per instance & 5.10 \\
\quad Routed wire length per instance & 14.2 µm \\
\quad Total Wirelength & 11,400 µm \\
\multicolumn{2}{l}{\textbf{Place}} \\
\quad Number of I/O port buffers & 77 \\
\quad Post-placement setup slack & 0.341 ns \\
\quad Placed wire-length estimate & 7960 µm \\
\quad \# placed instances & 783 \\
\quad RePlAce Congestion & 0.843 \\
\multicolumn{2}{l}{\textbf{Clocking}} \\
\quad Number of levels the H-tree was split into & 3 \\
\quad Resized Gates After CTS & 0 \\
\quad Root buffer cell & clkbuf\_16 \\
\quad Maximum clock insertion buffer count & 2 \\
\quad Clock tree from TritonCTS & yes \\
\quad Hold Buf Count CTS & 0 \\
\quad Number of buffers added by the clock tree synthesis step & 9 \\
\quad Late-Pin Clk Latency & 0.35 ns \\
\quad Setup repair bufs after CTS & 0 \\
\quad Reg clk slew, reported paths & 0.07 ns \\
\multicolumn{2}{l}{\textbf{Power}} \\
\quad Max rail drop VDD & 0.282 mV \\
\quad Static leakage & 2.09 nW \\
\quad Power density of the placed cells & 437 nW/µm² \\
\multicolumn{2}{l}{\textbf{Hold path}} \\
\quad Path class of the lowest-slack min-delay path & reg2reg \\
\quad Worst hold path stage count & 2 \\
\quad Hold\_sp & state\_q[6] \\
\multicolumn{2}{l}{\textbf{Job}} \\
\quad Max-cap violations & 0 \\
\quad Warning total across the stage logs & 28 \\
\hline
\end{tabular}
## where the power goes
part	switching [W]	internal [W]
logic	0.000118	0.000118
clock network	0.000451	0.000550
registers	0.0000283	0.00123
## final timing paths
kind                    to  slack (ns)
min reg2reg    state_q[14]        0.44
max          counter_q[10]        0.71
min            state_q[14]        0.44
max reg2reg  counter_q[10]        0.82
## per-layer routing
layer | vias to the layer above | wire length, µm | track usage
met5 | - | 0 | 0
met4 | 0 | 98 | 0.0122
met3 | 10 | 687 | 0.0331
met2 | 113 | 5380 | 0.242
met1 | 1879 | 5220 | 0.217
li1 | 2074 | - | -
## registers in the layout, summed over array words and instances (netlist names)
name	count
cmd_q	6
resp_ready_q	1
arg_q	32
ignore_counter_q	8
spi_go_q	1
done_q	1
counter_q	16
resp_q	7
spi_tx_data_q	8
spi_cs_d	1
state_q	22
spi_cs_q	1
data_xfer_in_progress_q	1
## through the flow
step           total power [W]  cell area, µm²  hold WS, ns
3_3_place_gp           0.00151            5400        0.431
4_1_cts                0.00252            5700        0.448
6_report               0.00249            5700        0.444
3_5_place_dp           0.00152            5400        0.439
5_1_grt                0.00260            5700        0.466
2_1_floorplan          0.00140            4540        0.417
## layout make-up
cell class,instances,area [µm²],share of cell area
clock buffers,12,267,0.0467
repair buffers,83,811,0.142
flip-flops and latches,105,2100,0.368
multi-input cells,396,2200,0.387
diodes,1,2.50,0.000439
well taps,184,230,0.0404
clock inverters,4,33.8,0.00592
inverters,15,56.3,0.00987
## placed cells by master (no fill, tap or decap), types with 2 or more instances in the layout
master | Yosys | routed
a22oi_1 | 16 | 16
clkdlybuf4s50_1 | 0 | 76
inv_1 | 15 | 15
nand4b_1 | 4 | 4
o21ai_0 | 24 | 24
nor3b_2 | 2 | 2
mux2i_1 | 9 | 9
nor3_1 | 10 | 10
nand3b_1 | 3 | 3
o31ai_1 | 2 | 2
and3_1 | 8 | 8
a41oi_1 | 2 | 2
nor2_1 | 40 | 40
nor4_1 | 5 | 5
or4_4 | 2 | 2
ha_1 | 5 | 5
or3_1 | 5 | 5
a21oi_1 | 78 | 78
dfxtp_1 | 104 | 104
inv_6 | 0 | 2
buf_4 | 1 | 6
a211oi_1 | 10 | 10
clkbuf_16 | 0 | 9
a31oi_1 | 4 | 4
nand4_1 | 4 | 4
nand2_1 | 104 | 104
a32o_1 | 3 | 3
clkbuf_8 | 1 | 3
o31a_1 | 2 | 2
and4b_1 | 2 | 2
and4_1 | 2 | 2
nor2b_1 | 6 | 6
or4_1 | 6 | 6
nand3_1 | 15 | 15
## synthesized netlist by cell type (all sizes together) (5+ instances only)
| master | count | area (µm²) |
|---|---|---|
| a211oi | 10 | 75.1 |
| a21oi | 78 | 390 |
| a22oi | 16 | 120 |
| and3 | 8 | 50.1 |
| buf | 9 | 62.6 |
| clkbuf | 29 | 119 |
| dfxtp | 104 | 2080 |
| ha | 5 | 62.6 |
| inv | 15 | 56.3 |
| mux2i | 9 | 90.1 |
| nand2 | 104 | 390 |
| nand3 | 15 | 75.1 |
| nor2 | 40 | 150 |
| nor2b | 6 | 37.5 |
| nor3 | 10 | 50.1 |
| nor4 | 5 | 31.3 |
| o21ai | 25 | 129 |
| or3 | 5 | 31.3 |
| or4 | 8 | 67.6 |
## cell families (layout without fill, tap and decap cells)
family	count (synthesis)	in the layout	synth area share
flops	104	104	0.459
latches	1	1	0.00331
simple gates	226	226	0.241
mux	9	9	0.0198
buf+inv	53	114	0.0524
fa+ha+maj	5	5	0.0138
compound gates	155	155	0.210
other cells	1	2	0.000826
## critical path: stages
cell,delay (ns)
clkdlybuf4s50_1,0.56
nand3_1,0.09
o21ai_0,0.34
nand4_1,0.54
or4_1,0.68
a21oi_1,0.15
Power and IR drop assume default switching activity.
